## run.sh

```bash
#!/bin/bash
# OpenROAD 26Q1-2900-gdf79404cd8, Yosys 0.63+post, stock flow scripts
make -C /OpenROAD-flow-scripts/flow DESIGN_CONFIG=/design/flow/config.mk WORK_HOME=/design/flow/orfs finish
```

## config.mk

```make
export PLATFORM = sky130hd
export DESIGN_NAME = RegisterFile
export DESIGN_NICKNAME = RegisterFile
export VERILOG_FILES = /design/flow/design.v
export SDC_FILE = /design/flow/constraint.sdc
export NUM_CORES = 4
export LEC_CHECK = 1
export CORE_UTILIZATION = 50
export SYNTH_HDL_FRONTEND = slang
```

## constraint.sdc

```tcl
current_design RegisterFile

set clk_period 7.2
set clk_io_pct 0.2

create_clock -name clk0 -period $clk_period [get_ports {clk}]

set non_clock_inputs [all_inputs -no_clocks]
set_input_delay [expr $clk_period * $clk_io_pct] -clock clk0 $non_clock_inputs
set_output_delay [expr $clk_period * $clk_io_pct] -clock clk0 [all_outputs]
```

## design.v

```verilog
module RegisterFile (
    input logic clk,            
    input logic rst,            
    input logic we,             
    input logic [4:0] wrAddr,   
    input logic [4:0] rdAddr1,  
    input logic [4:0] rdAddr2,  
    input logic [31:0] wrData,  
    output logic [31:0] rdData1,
    output logic [31:0] rdData2 
);
logic [31:0] regFile [31:0];
always_ff @(posedge clk or posedge rst) begin
    if (rst)  
        regFile <= '{default:0};
    else if (we && wrAddr != 5'b0)  
        regFile[wrAddr] <= wrData;
end
assign rdData1 = (rdAddr1 == 5'b0) ? 32'b0 : regFile[rdAddr1]; 
assign rdData2 = (rdAddr2 == 5'b0) ? 32'b0 : regFile[rdAddr2]; 
endmodule
```

==> run_results.csv <==
group,metric,value,unit
clock_network,cts_buffers,114,
sta,whs,0.389,ns
layout,largest-register,"regFile",
power_and_ir_drop,total_power,16.9,mW
setup_path,required,5.76,ns
global_route,antenna_found_initial,3,
setup_path,end_kind,"primary output",
routing,wirelength,178000,um
setup_path,reg2reg_slack,6.37,ns
setup_path,cp_max_fo,88,
routing,num_vias,34629,
setup_path,ff2ff_path_depth,1,
layout,final_util,0.560,
power_and_ir_drop,power.leakage,26.5,nW
placed_design,place.gp.congestion,0.903,
clock_network,holdBufCountCts,0,
logic_synthesis,async_flop_share,1.00,
sta,drv_slew,0,
logic_synthesis,synthesis.area,55200,sq um
routing,ant_nets,0,
clock_network,htreeDepth,3,
routing,routed_via_density,6.76,
clock_network,cts_root_buf,"clkbuf_16",
floorplanning,fp_util,0.506,
logic_synthesis,yosysUniqueCellTypes,41,
clock_network,tritoncts,"yes",
layout,fin_cells,5121,
sta,fmax,164,MHz
min_path,hold_class,"flip-flop to flip-flop",
sta,min_period_over_period,0.849,
logic_synthesis,yosysCellCount,3614,
sta,setup_ws,1.09,ns
placed_design,portBuffers,113,
sta,slew_headroom,0.297,
global_route,grtUsageTotal,0.347,
floorplanning,core.rowCount,121,
floorplanning,coreArea,109000,sq um
routing,route.detailed.drc,0,
sta,tightest_slew,1.05,ns
placed_design,dp_hpwl,103000,um
floorplanning,die_width,334,um
logic_synthesis,yosys_area,55200,sq um
clock_network,clkLatencyLatePin,0.69,ns
logic_synthesis,edf_count,0,
min_path,worstHoldPathCells,0,
global_route,overflow,0,
setup_path,startpoint_type,"input pin",
min_path,hp-start,"regFile[15]",
sta,clock-skew-final,0,ns
floorplanning,io_pins,114,
logic_synthesis,yosysWarnings,0,
layout,finalInstanceArea,61100,sq um
clock_network,ctsResizeCount,0,
layout,drive_above_1_share,0.477,
power_and_ir_drop,ir_drop,0.208,mV
sta,setup-tns-final,0,ns
setup_path,r2r-end,"regFile[644]",
sta,finalSetupViolCount,0,
sta,rsz0062_at_grt,"false",
placed_design,place_inst,4914,
clock_network,path_clk_slew,0.05,ns
min_path,min_to,"regFile[15]",
layout,area_growth,10.7,%
outcome,status,"finished clean",
placed_design,pre_cts_slack,1.22,ns
layout,reg_top3,"regFile: 1024 flops",
setup_path,crit_type,"input pin to primary output",
routing,dr.pass1.iters,5,
layout,largest_register_ffs,1024,
clock_network,clockBufferDepth,3,
logic_synthesis,postSynthCellCount,3614,
logic_synthesis,ff_type,"dfrtp_1",
setup_path,worstPathArrival,4.67,ns
routing,drtIter0Drc,2218,
setup_path,r2r-start,"regFile[644]",
floorplanning,fp.dieH,334,um
flow_run,drv_cap,0,
clock_network,cts_num_sinks,1024,
logic_synthesis,postSynthSeqShare,0.464,
clock_network,post_cts_buffers,0,
floorplanning,dieArea,112000,sq um
logic_synthesis,postSynthAreaPerCell,15.3,sq um
flow_run,tool_warnings,45,
placed_design,place_area,57300,sq um
routing,wire_per_inst,34.7,um
global_route,grt_pass1_vias,37177,
sta,post-route-min-period,6.11,ns
global_route,grt_max_degree,130,
logic_synthesis,synth-seq-cells,1024,
power_and_ir_drop,power_density,277,nW/um^2
sta,finalHoldViolCount,0,
global_route,grt_pass1_wl,261000,um
cells in the final DEF (no fill, tap or decap), drive strengths merged:
master	n
a211oi	64
a221oi	47
a22oi	64
a311oi	64
and2	2
and3	1
and3b	1
buf	145
bufinv	9
clkbuf	172
clkdlybuf4s50	103
clkinv	19
clkinvlp	5
dfrtp	1024
diode	2
inv	3
mux2	1056
mux2i	128
mux4	448
nand2	50
nand2b	2
nand3	2
nand3b	4
nor2	23
nor2b	68
nor3	1
nor3b	4
o2111ai	17
o21ai	111
or2	3
or3b	1
or4	2
how the worst max path moves through the flow:
stage                       from     endpoint  slack [ns]  cells after the start
after CTS             rdAddr1[2]  rdData1[30]        1.22                      7
after global routing  rdAddr1[2]  rdData1[30]        0.99                      7
final                 rdAddr1[2]  rdData1[30]        1.09                      7
critical path, stage by stage:
cell,delay (ns)
buf_8,0.42
buf_12,0.48
mux2i_1,0.18
a221oi_1,0.30
o21ai_1,0.13
a311oi_1,0.83
clkdlybuf4s50_1,0.61
metal layers:
metal  wire [um]  global-route usage  share of wire  up-vias
met2       79900               0.490           0.45     1818
met3       24800               0.198           0.14      344
met1       66700               0.485           0.38    18387
met4        6150              0.0935          0.035        4
li1            -                   -              -    14076
met5          28                   0        0.00016        -
power by group:
group	switching, mW	internal (mW)	total, mW
Combinational	1.33	2.02	3.35
Clock	2.38	3.58	5.97
Sequential	0.758	6.84	7.60
Total	4.47	12.4	16.9
area by class of cell:
type                       count  area (sq um)
multi-input combinational   2163         27400
tap                         1476          1850
antenna                        2          5.00
sequential                  1024         25600
clock buffer                 172          3440
fill                        8188         48000
timing repair buffer         248          2420
inverter                       3          20.0
clock inverter                33           408
logic make-up after synthesis:
| family | synth area share |
|---|---|
| and+or+nand+nor | 0.0163 |
| buffers and inverters | 0.0438 |
| DFF | 0.464 |
| muxes | 0.428 |
| AOI/OAI and AO/OA | 0.0477 |
synth_stat cells, drive strengths merged (3+ instances only):
library cell  instances  area share
a211oi               64      0.0087
a221oi               47      0.0075
a22oi                64      0.0087
a311oi               64       0.010
buf                 247       0.031
clkbuf              177       0.012
dfrtp              1024        0.46
inv                   3     0.00020
mux2               1056        0.22
mux2i               128       0.023
mux4                448        0.19
nand2                50      0.0034
nand3b                4     0.00054
nor2                 23      0.0020
nor2b                68      0.0079
nor3b                 4     0.00054
o2111ai              17      0.0027
o21ai               111       0.010
or2                   3     0.00034
Power is estimated from default activity; no workload was simulated.
